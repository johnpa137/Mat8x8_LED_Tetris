===== ./run.sh =====
#!/bin/bash
# OpenROAD 26Q1-2900-gdf79404cd8, Yosys 0.63+post, stock flow scripts
make -C /OpenROAD-flow-scripts/flow DESIGN_CONFIG=/design/flow/config.mk WORK_HOME=/design/flow/orfs finish

===== ./constraint.sdc =====
current_design matrix8x8_vc

set clk_period 2.7
set clk_io_pct 0.2

create_clock -name clk0 -period $clk_period

set non_clock_inputs [all_inputs -no_clocks]
set_input_delay [expr $clk_period * $clk_io_pct] -clock clk0 $non_clock_inputs
set_output_delay [expr $clk_period * $clk_io_pct] -clock clk0 [all_outputs]

===== ./design.v =====
module matrix8x8_vc(out, matrixIn, x, y);
	output logic out;
	input logic [7:0][7:0] matrixIn;
	input logic [2:0] x, y;
	logic [7:0] row;
	always_comb begin
		case(y)
			3'b000: row = matrixIn[0];
			3'b001: row = matrixIn[1];
			3'b010: row = matrixIn[2];
			3'b011: row = matrixIn[3];
			3'b100: row = matrixIn[4];
			3'b101: row = matrixIn[5];
			3'b110: row = matrixIn[6];
			3'b111: row = matrixIn[7];
		endcase
		case(x)
			3'b000: out = row[0];
			3'b001: out = row[1];
			3'b010: out = row[2];
			3'b011: out = row[3];
			3'b100: out = row[4];
			3'b101: out = row[5];
			3'b110: out = row[6];
			3'b111: out = row[7];
		endcase
	end
endmodule 

===== ./config.mk =====
export PLATFORM = sky130hd
export DESIGN_NAME = matrix8x8_vc
export DESIGN_NICKNAME = matrix8x8_vc
export VERILOG_FILES = /design/flow/design.v
export SDC_FILE = /design/flow/constraint.sdc
export NUM_CORES = 4
export LEC_CHECK = 1
export CORE_AREA = 10 10 70 70
export DIE_AREA = 0 0 80 80

==> impl_metrics.py <==
# Synthesis and PnR figures
metrics = {
    "power_and_ir_drop": {
        "powerDensity_nw_per_um2": 141,
        "cellLeakagePower_uw": 0.000767,
        "pwr-share-clk_pct": 0,
        "pwr-share-seq_pct": 0,
        "p_sw_uw": 83.4,
        "power.internal_uw": 162,
        "ir_worst_vdd_uv": 76.3,
        "p_sw_share_pct": 34.0,
        "power_frac_comb_pct": 100.0,
    },
    "final_timing": {
        "worst_pin_slew_ns": 0.293,
        "tns_ns": 0,
        "slew_viol_final": 0,
        "slew_headroom_pct": 80.5,
        "setup_ws_ns": 0.0626,
        "period_used_pct": 97.7,
        "setup_viol": 0,
        "rsz0062_at_grt": "no",
        "fmax_mhz": 379,
        "finalHoldViolCount": 0,
        "period_needed_ns": 2.64,
    },
    "drt": {
        "ant_nets": 0,
        "drt_iter0_markers": 32,
        "antennaDiodeCount": 0,
        "vias_per_cell": 4.74,
        "vias": 1072,
        "firstDrtPassIters": 4,
        "wl_per_cell_um": 15.5,
        "drc": 0,
        "wl_um": 3490,
    },
    "setup_path": {
        "worstSetupPathType": "primary input to output port",
        "worstSetupStartpoint": "matrixIn[25]",
        "worstPathMaxFanout": 1,
        "crit_path_start_kind": "primary input",
        "end_kind": "output port",
        "required_ns": 2.16,
        "worstPathArrival_ns": 2.10,
    },
    "placement": {
        "place.gp.congestion": 0.888,
        "numPortBuffers": 71,
        "place_ws_ns": -0.707,
        "place_inst": 222,
        "place.detailed.hpwl_um": 2930,
    },
    "final_layout": {
        "drive_gt1_share_pct": 27.2,
        "final_util_pct": 50.8,
        "mi_logic_area_um2": 713,
        "final_cells": 226,
        "syn_to_final_growth_pct": 158,
        "seq_cells": 0,
        "flop_area_um2": 0,
        "nClkBuffers": 0,
        "fill_cells": 320,
    },
    "die": {
        "floorplan.rows": 21,
        "die_h_um": 80,
        "core_um2": 3420,
        "num_io_pins": 71,
        "fp-utilization_pct": 19.7,
        "die_area_um2": 6400,
        "die_x_um": 80,
    },
    "grt": {
        "grt_max_degree": 11,
        "grt_usage_pct": 9.79,
        "overflow": 0,
        "antenna_found_initial": 0,
        "grt_pass1_vias": 1132,
        "grt_pass1_wl_um": 5250,
    },
    "logic_synthesis": {
        "yosys.area.top_type": "mux2i_1",
        "ys_area_um2": 673,
        "yosysCellCount": 91,
        "syn_area_um2": 673,
        "top_cell_area_share_pct": 13.4,
        "synthDistinctLibCells": 35,
        "area_leaders": "mux2i_1 13%, mux4_2 6.7%, a221oi_1 6.5%",
        "netlist_instances": 91,
        "synth_warnings": 1,
        "ys_seq_share_pct": 0,
        "synth_dominant_cell_count": "mux2i_1",
        "avgSynthCellArea_um2": 7.40,
        "common_cells": "9 x mux2i_1, 7 x nor2_1, 6 x inv_1",
    },
    "clock_tree": {
        "hold_buffers": 0,
    },
    "min_path": {
        "hold_path.startpoint": "matrixIn[58]",
        "whs_endpoint": "out",
        "hold_class": "primary input to output port",
        "hold_path_depth": 7,
    },
    "job": {
        "tool_warnings": 32,
        "max_cap_viol_count": 0,
    },
    "run_status": {
        "status": "completed",
    },
}
## routing by layer
| layer | global-route usage, % | share of wire (%) | wire length, um | vias up |
|---|---|---|---|---|
| li1 | - | - | - | 547 |
| met1 | 13.4 | 47 | 1630 | 476 |
| met2 | 15.6 | 43 | 1510 | 49 |
| met3 | 3.18 | 10 | 349 | 0 |
| met4 | 0 | 0 | 0 | 0 |
| met5 | 0 | 0 | 0 | - |
## metrics by stage
stage | hold slack, ns | power [uW] | cell area [um2]
2_1_floorplan | 1.20 | 77.4 | 673
3_3_place_gp | 2.24 | 221 | 1570
3_5_place_dp | 2.23 | 223 | 1570
5_1_grt | 1.95 | 264 | 1740
4_1_cts | 1.92 | 235 | 1650
6_report | 1.88 | 245 | 1740
## worst max-delay path by stage
stage                 endpoint  slack (ns)  cells after the start
after CTS                  out       0.002                      7
after global routing       out        0.01                      8
final                      out        0.06                      7
## cell families after synthesis
kind of cell | count (synthesis) | share of synthesized area (%)
AND-OR/OR-AND | 34 | 38.5
buffers and inverters | 14 | 11.3
multiplexers | 15 | 29.0
AND/OR/NAND/NOR | 28 | 21.2
## cells in the final DEF, fill, tap and decap left out, drive strengths merged, types with 2 or more instances in the layout
master / n
nor2b: 5
o2111a: 2
nor2: 7
mux4: 3
dlygate4sd2: 6
mux2i: 9
o211ai: 4
mux2: 3
nand3: 3
dlymetal6s2s: 9
nand2b: 2
o2111ai: 2
clkdlybuf4s50: 52
a221oi: 5
buf: 29
a21oi: 5
a211o: 3
nand2: 5
o21ai: 5
inv: 6
## power groups by stage
| stage | sequential, uW | combinational, uW | clock [uW] |
|---|---|---|---|
| after CTS | 0 | 235 | 0 |
| after global routing | 0 | 264 | 0 |
| final | 0 | 245 | 0 |
## worst max-delay path: stages
cell and delay (ns):
clkdlybuf4s50_1 0.41, mux4_2 0.47, nand2_2 0.10, a21oi_4 0.06
a2111oi_4 0.23, a41oi_2 0.15, buf_2 0.13
## layout make-up
type,count,share of cell area [%]
Timing Repair Buffer,97,54.3
Inverter,6,1.30
Tap cell,46,3.31
Multi-Input combinational cell,77,41.1
## timing repair
item,in CTS,in global routing
gates resized,29,24
setup buffers,3,1
endpoints found under the setup margin,1,1
pin swaps,8,11
Power is estimated from default activity; no workload was simulated.
