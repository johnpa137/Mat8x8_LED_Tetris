==> flow/constraint.sdc <==
current_design piece_matrix

set clk_period 8.8
set clk_io_pct 0.2

create_clock -name clk0 -period $clk_period

set non_clock_inputs [all_inputs -no_clocks]
set_input_delay [expr $clk_period * $clk_io_pct] -clock clk0 $non_clock_inputs
set_output_delay [expr $clk_period * $clk_io_pct] -clock clk0 [all_outputs]
==> flow/run.sh <==
#!/bin/bash
# OpenROAD 26Q1-2900-gdf79404cd8, Yosys 0.63+post, stock flow scripts
make -C /OpenROAD-flow-scripts/flow DESIGN_CONFIG=/design/flow/config.mk WORK_HOME=/design/flow/orfs finish
==> flow/config.mk <==
export PLATFORM = sky130hd
export DESIGN_NAME = piece_matrix
export DESIGN_NICKNAME = piece_matrix
export VERILOG_FILES = /design/flow/design.v
export SDC_FILE = /design/flow/constraint.sdc
export NUM_CORES = 4
export LEC_CHECK = 1
export CORE_UTILIZATION = 30
==> flow/design.v <==
module piece_matrix #(parameter WIDTH=8, parameter HEIGHT=8, parameter XSIZE=3, parameter YSIZE=3)
 (matrixOut, inX, inY, enable);
	output logic [HEIGHT-1:0][WIDTH-1:0] matrixOut;
	input logic [3:0][XSIZE-1:0] inX;
	input logic [3:0][YSIZE-1:0] inY;
	input logic enable;
	always_comb begin
		matrixOut = '0;
		if(enable) begin
			matrixOut[inY[3]][inX[3]] = 1'b1;
			matrixOut[inY[2]][inX[2]] = 1'b1;
			matrixOut[inY[1]][inX[1]] = 1'b1;
			matrixOut[inY[0]][inX[0]] = 1'b1;
		end
	end
endmodule
==> reports/summary.txt <==
run status -> completed
worst setup path category -> input port to primary output
number of sequential cells in the layout -> 0
number of hold violations in the final report -> 0
WL/cell -> 21.6 microns
pin count of the biggest net entering global routing -> 59
list of most frequent post-synthesis cells -> 71 x o22ai_1, 43 x o21a_1, 41 x nor2_1
CP Cell Sequence -> clkdlybuf4s50_1, inv_1, ha_1, a211oi_2, nor2b_1, nor2_1, o21bai_1, ha_1, a21oi_1, nand4b_1, or3_1, o32a_1, a21oi_1, clkdlybuf4s50_1
Cells after Synth -> 544
ratio of routed vias to standard cells -> 6.44
Crit Path Max Fanout -> 8
count of max-cap constraint violations -> 0
area of all sequential standard cells -> 0 sq um
synth top area cells -> ha_1 13%, o22ai_1 12%, o21a_1 9.0%
final tally of setup violations -> 0
number of rows created at floorplan -> 39
synthesized cell area -> 3590 sq um
data required time at the worst endpoint -> 7.04 ns
GR Overflow Total -> 0
initial core utilization -> 31.1%
setup TNS -> 0 ns
count of warning messages emitted by the tools -> 44
leading cell type by number of instances after synthesis -> o22ai_1
total routing resource utilization after global routing -> 25.5%
port buffer count -> 89
Min-Delay Path Class -> input port to primary output
final weighted congestion in routability-driven placement -> 0.991
post-synthesis cell type with the largest combined area -> ha_1
CP max stage cell -> clkdlybuf4s50_1
Bufs and invs on worst path -> 3
layout cell share with drive strength beyond 1 -> 4.43%
total length of routed wires -> 16300 microns
Post-DP HPWL -> 12800 microns
timing-limited maximum frequency -> 137 MHz
static leakage -> 1.42 nW
Synth Area per Inst -> 6.61 sq um
signal arrival time at the worst endpoint -> 5.55 ns
summed standard-cell area reported by yosys -> 3590 sq um
quantity of gates resized following cts -> 0
pwr/cell area -> 65.7 nW/um^2
area of the die -> 12400 sq um
maximum resistive drop on vdd -> 0.0309 mV
wire length of the first global-routing pass -> 24800 microns
final clock period utilization by the worst path -> 83.0%
worst slew slack as a fraction of its limit -> 39.3%
largest stage delay on the critical path -> 0.56 ns
category of the worst setup path capture point -> primary output
number of ports placed on the die boundary -> 89
total number of vias -> 4849
die height -> 111 microns
number of antenna violations at the first check in global routing -> 0
cells in synth_stat.txt -> 544
initial drt markers -> 450
kind of launch point of the worst setup path -> input port
synthesis warning total -> 1
minimum period implied by the final worst setup slack -> 7.31 ns
width of the die -> 111 microns
Initial DRT Pass Iterations -> 28
final number of max-transition violations -> 0
number of antenna-violating nets in the routed design -> 0
Top delay family on crit path -> AND-OR/OR-AND gates
Remaining DRCs -> 0
share of the yosys chip area belonging to registers -> 0%
final-layout clock buffer total -> 0
Cell variety after synth -> 55
Worst Max-Slew Pin Slew -> 0.909 ns
area share of the largest cell type after synthesis -> 12.5%
setup repair bufs after CTS -> 0
antenna diode instance count -> 0
Power, Total -> 0.301 mW
placeable core region -> 11600 sq um
Hold Buf Count CTS -> 0
Area growth syn-to-layout -> 27.4%
unrepaired setup endpoints after global routing -> false
via count of the first global-routing pass -> 4373
## per-stage QoR
| step | hold slack [ns] | utilization, % | instances | setup WS [ns] | cell area (sq um) |
|---|---|---|---|---|---|
| 5_1_grt | 4.54 | 39.6 | 753 | 1.26 | 4580 |
| 3_5_place_dp | 4.51 | 39.6 | 753 | 1.54 | 4580 |
| 3_3_place_gp | 4.51 | 39.6 | 753 | 1.60 | 4580 |
| 2_1_floorplan | 3.67 | - | 544 | 3.03 | 3590 |
| 6_report | 4.51 | 39.6 | 753 | 1.49 | 4580 |
| 4_1_cts | 4.51 | 39.6 | 753 | 1.52 | 4580 |
## cells in the final DEF, fill, tap and decap left out, types with 4 or more instances in the layout
| master | synthesis | routed |
|---|---|---|
| a21oi_1 | 15 | 15 |
| o32a_1 | 12 | 12 |
| buf_4 | 1 | 7 |
| xor2_1 | 8 | 8 |
| nand3_1 | 33 | 33 |
| nor2_1 | 41 | 41 |
| ha_1 | 36 | 36 |
| o31a_1 | 15 | 15 |
| inv_1 | 37 | 37 |
| nor3_1 | 17 | 17 |
| clkdlybuf4s50_1 | 0 | 88 |
| o32ai_1 | 29 | 29 |
| o21ai_0 | 6 | 6 |
| nand2b_1 | 10 | 10 |
| nand2_1 | 40 | 40 |
| or3_1 | 8 | 8 |
| o21a_1 | 43 | 43 |
| nand4b_1 | 4 | 4 |
| nand4_1 | 9 | 9 |
| a211oi_2 | 5 | 5 |
| nor2b_1 | 12 | 12 |
| xnor2_1 | 11 | 11 |
| nor4_1 | 8 | 8 |
| o22ai_1 | 71 | 71 |
## logic make-up after synthesis
group / count (synthesis) / share of synthesized area (%)
buf+inv: 67 / 7.59
mux: 4 / 1.22
simple gates: 200 / 28.4
fa+ha+maj: 36 / 12.5
xor+xnor: 19 / 4.63
compound gates: 218 / 45.6
## final cells by class
| class | count | area, sq um |
|---|---|---|
| Fill cell | 1162 | 6990 |
| Inverter | 37 | 139 |
| Multi-Input combinational cell | 477 | 3320 |
| Tap cell | 143 | 179 |
| Timing Repair Buffer | 96 | 938 |
## path summary, 6_finish.rpt
path              startpoint            end  slack (ns)  depth (start not counted)
hold / removal        enable  matrixOut[59]        4.51                          4
setup / recovery      inX[9]   matrixOut[3]        1.49                         14
## routing by layer
| metal | up-vias | routed length (microns) | track usage, % |
|---|---|---|---|
| li1 | 2281 | - | - |
| met4 | 0 | 689 | 9.10 |
| met3 | 51 | 1350 | 3.32 |
| met1 | 2219 | 7090 | 35.7 |
| met5 | - | 0 | 0 |
| met2 | 298 | 7130 | 40.3 |
## power breakdown
group / leakage, nW / switching (mW) / total (mW) / internal, mW
clock network: 0 / 0 / 0 / 0
registers: 0 / 0 / 0 / 0
logic: 1.42 / 0.204 / 0.301 / 0.0968
No activity file was given, so power comes from the tool's default toggle rates.
