## flow/design.v

```verilog
module clock_divider (clk, div_clk);
	input logic clk;
	output logic [31:0] div_clk;
	initial
		div_clk <= 0;
	always_ff @(posedge clk)
		div_clk <= div_clk + 1;
endmodule 
```

## flow/run.sh

```bash
#!/bin/bash
# OpenROAD 26Q1-2900-gdf79404cd8, Yosys 0.63+post, stock flow scripts
make -C /OpenROAD-flow-scripts/flow DESIGN_CONFIG=/design/flow/config.mk WORK_HOME=/design/flow/orfs finish
```

## flow/config.mk

```make
export PLATFORM = sky130hd
export DESIGN_NAME = clock_divider
export DESIGN_NICKNAME = clock_divider
export VERILOG_FILES = /design/flow/design.v
export SDC_FILE = /design/flow/constraint.sdc
export NUM_CORES = 4
export LEC_CHECK = 1
export CORE_AREA = 10 10 91 91
export DIE_AREA = 0 0 101 101
```

## flow/constraint.sdc

```tcl
current_design clock_divider

set clk_period 5.4
set clk_io_pct 0.2

create_clock -name clk0 -period $clk_period [get_ports {clk}]

set non_clock_inputs [all_inputs -no_clocks]
set_input_delay [expr $clk_period * $clk_io_pct] -clock clk0 $non_clock_inputs
set_output_delay [expr $clk_period * $clk_io_pct] -clock clk0 [all_outputs]
```

==> notes.md <==
run results: outcome=finished clean, Setup violations, final=0, CTS Root Cell=clkbuf_8, initial antenna violation count=0, H-tree depth=2, Setup crit end kind=primary output, Worst-Margin Slew=roughly 0.60 ns, xor/xnor share=0.199, fraction of layout cells with a size suffix above 1=0.104, Basic Gates by Area=0.272, vias in the first global route=roughly 950, crit start category=flip-flop, skew final=around 0.011 ns, max reg flops=32, Vias=952, post_cts resized=0, First-pass DRT Iterations=2, Rows=29, wire per inst=11.9 um, worst hold path type=flip-flop to flip-flop, crit path from=div_clk[2], clock period minus worst slack=~2.3 ns, Post-Syn Area per Cell=10.4 um2, Post-DP HPWL=2070 um, Crit-path slowest cell=clkdlybuf4s50_1, clock slew at the register clock pins of the worst setup and hold paths=approximately 0.070 ns, worst flop-to-flop path startpoint=div_clk[0], mux share=0, I/O pins=33, period utilisation layout=0.426, Flops after synth=32, cell area after synthesis=1320 um2, Slew headroom=0.601, CTS sink cnt=32, violation count after the first detailed-routing iteration=11, chip area=10200 um2, CP peak stage delay=0.51 ns, OpenROAD warnings=25, cts-stage hold buffer count=0, CP required=approximately 4.3 ns, first-pass GRT wire length=4780 um, FP Util=0.208, Max Fclk=434 MHz, Cells after Synth=127, Routed WL=between 2000 and 3000 um, register share of total power=0.510, Lkg Pwr=0.714 nW, Power Density=254 nW/um2, GP Congestion=around 0.77, Largest Register=div_clk, CTS tree=done, grt total ovfl=0, CP delay by family, top=buffers and inverters, Psw=0.0000899 W, YS warnings=1, setup TNS=0 ns, Yosys Chip Area=~1300 um2, Routed Antenna Nets=0, postcts setup bufs=0, power share of the combinational group=0, Yosys cell types=24, Final Hold Fails=0, CORE AREA=6350 um2, critical path cell sequence=clkdlybuf4s50_1, Peak VDD IR=roughly 0.14 mV, Latency at later pin=a little under 0.3 ns, Clock Path Buffers=2, GRT Total Usage=0.0573, unrepaired setup endpoints after global routing=no, drt via density=~4.0, P_int=0.000373 W, ao+oa area frac=0, ant diodes=0, Logic family by area=simple AND/OR/NAND/NOR gates, Buf/Inv on CP=1, post-route DRC violation count=0, area delta synth->final=37.9%, total power=0.000463 W, final slew viol count=0, Post-Synth Adder-Cell Area=0.00949, fillers=636, Hold Crit Start=div_clk[0], ys cells=127, most instantiated logic cells after routing=32 x dfxtp_1, 32 x clkdlybuf4s50_1, 20 x xor2_1, critical path class=flip-flop to primary output, WP data arrival=between 1 and 1.5 ns, Die Wd=101 um, clock network fraction of design power=0.490, Synth Seq Share=0.486, switching part of the total=0.194, Regs by FF count=div_clk x32, largest net degree at the start of global routing=12, CP max FO=6, TritonCTS Buffers=5, PortBufs=32, Die Y=101 um, Max Cap Viol=0
per-stage QoR:
step	worst slack, ns	area (um2)	hold WS (ns)	std cells	util
3_3_place_gp	3.40	1710	0.421	232	0.269
2_1_floorplan	3.83	1320	0.394	127	-
6_report	3.10	1820	0.438	240	0.286
4_1_cts	3.07	1820	0.442	240	0.286
3_5_place_dp	3.40	1710	0.425	232	0.269
5_1_grt	3.02	1820	0.462	240	0.286
metal layers:
metal,vias up,part of all wire,global-route usage
li1,503,-,-
met1,417,0.43,0.0723
met2,26,0.44,0.0850
met3,6,0.12,0.0333
met4,0,0.014,0.00857
met5,-,0,0
path summary, 6_finish.rpt:
| check | endpoint | slack [ns] | cells after the start |
|---|---|---|---|
| worst min register to register | div_clk[0] | 0.44 | 1 |
| worst max-delay path | div_clk[2] | 3.10 | 1 |
| worst min-delay path | div_clk[0] | 0.44 | 1 |
| worst max register to register | div_clk[24] | 3.52 | 5 |
cell usage after synthesis, drive strengths merged:
cell type	n	area, um2
and4	4	35.0
dfxtp	32	641
buf	4	25.0
xor2	20	175
nand2	9	33.8
nand3	12	70.1
nor3b	1	7.51
nand4	3	18.8
ha	1	12.5
inv	5	18.8
nand2b	1	6.26
nor3	4	20.0
xnor2	10	87.6
and3	2	12.5
or2	1	6.26
nor4	10	109
or3	2	17.5
nor2	6	22.5
cell families (layout without fill, tap and decap cells):
family,Yosys count,count (layout)
buf+inv,9,45
simple gates,55,55
flops,32,32
xor+xnor,30,30
fa+ha+maj,1,1
power groups by stage:
stage	clock (W)	sequential (W)	combinational [W]
CTS	0.000236	0.000236	0.000000000401
global route	0.000248	0.000236	0.000000000401
finish	0.000227	0.000236	0.000000000401
final cells by class:
cell class | count | area, um2 | area share
flip-flops and latches | 32 | 641 | 0.352
clock inverters | 2 | 35.0 | 0.0193
well taps | 77 | 96.3 | 0.0530
repair buffers | 32 | 320 | 0.176
multi-input cells | 86 | 634 | 0.349
clock buffers | 6 | 72.6 | 0.0399
inverters | 5 | 18.8 | 0.0103
Power figures rest on the tool's default switching activity, not on a simulated workload.
